[./design.v]
`timescale 1ns / 1ps
module DataMemory (   
    input logic        clk,
    input logic        ce,
    input logic        wr_en,
    input logic [ 7:0] addr,
    input logic [31:0] wdata,
    input logic [ 1:0] storeType,
    input logic [ 2:0] loadType,
    output logic [31:0] rdata
);
    logic [31:0] ram[0:2**8-1];
    always_ff @(posedge clk) begin
        if (wr_en & ce) begin
            case (storeType)   
                2'b00:     ram[addr[7:0]][7:0] <= wdata[7:0];
                2'b01:     ram[addr[7:0]][15:0] <= wdata[15:0];
                2'b10:     ram[addr[7:0]] <= wdata[31:0];
                default: ram[addr[7:0]] <= 32'bx;
            endcase
        end
    end
    always_comb begin
        case (loadType)
            3'b000:     rdata = {{25{ram[addr[7:0]][7]}}, ram[addr[7:0]][6:0]};
            3'b001:     rdata = {{17{ram[addr[7:0]][15]}}, ram[addr[7:0]][14:0]};
            3'b010:     rdata = ram[addr[7:0]][31:0];
            3'b100:    rdata = {24'b0, ram[addr[7:0]][7:0]};   
            3'b101:    rdata = {16'b0, ram[addr[7:0]][15:0]};
            default: rdata = 32'bx;
        endcase
    end
endmodule
[./run.sh]
#!/bin/bash
# OpenROAD 26Q1-2900-gdf79404cd8, Yosys 0.63+post, stock flow scripts
make -C /OpenROAD-flow-scripts/flow DESIGN_CONFIG=/design/flow/config.mk WORK_HOME=/design/flow/orfs finish
[./config.mk]
export PLATFORM = sky130hd
export DESIGN_NAME = DataMemory
export DESIGN_NICKNAME = DataMemory
export VERILOG_FILES = /design/flow/design.v
export SDC_FILE = /design/flow/constraint.sdc
export NUM_CORES = 4
export LEC_CHECK = 1
export CORE_UTILIZATION = 30
export SYNTH_MEMORY_MAX_BITS = 65536
[./constraint.sdc]
current_design DataMemory

set clk_period 64.3
set clk_io_pct 0.2

create_clock -name clk0 -period $clk_period [get_ports {clk}]

set non_clock_inputs [all_inputs -no_clocks]
set_input_delay [expr $clk_period * $clk_io_pct] -clock clk0 $non_clock_inputs
set_output_delay [expr $clk_period * $clk_io_pct] -clock clk0 [all_outputs]
==> run summary <==
Status: finished clean
Crit path cell chain: buf_16 -> buf_4 -> buf_4 -> buf_4 -> buf_4 -> buf_4 -> buf_4 -> buf_4 -> mux4_2 -> a22oi_1 -> nand4_1 -> o41ai_2 -> buf_4 -> nand4_1 -> or3b_1 -> clkdlybuf4s50_1
Commonest Layout Cell: edfxtp_1
Number of max-cap violations: 0
Maximum clock path buffer count: 4
Layout Cells excl Fill: 30.1k
Pwr dens: 29.8 nW/um2
Wirelength per Cell: 30.0 um
Slew Viols, Final: 0
Mean Syn Cell Area: 21.9 um2
Tmin final: 34.22 ns
Fill cell count: 95.3k
Final GP Congestion: 0.894
Static Leak: 0.113 uW
Drt total wl: 905000 um
Top Family by Delay on Critical Path: buffers and inverters
Count of final setup violators: 0
HP Start: wdata[26]
Largest net degree at the start of global routing: 153
Met2 GRT Util: 25.6%
Vias in the first global route: 170k
TritonCTS Buffers: 776
Ys Warns: 1
CP max stage cell: o41ai_2
# placed instances: 28.6k
Initial antenna violation count: 55
Via count: 155k
Post-CTS Resized: 0
GRT Resource Usage Total: 18.2%
Post-CTS Hold Fix Bufs: 0
Die Y: 1030 um
Initial DRC Count: 11.2k
Io pins: 80
Clock transition at the registers of the reported paths: 0.06 ns
PortBufs: 79
Peak Freq: 29.2 MHz
Most used cell, CP: buf_4
TritonCTS clock tree: built
Crit. End Element: output port
Synth flops: 8192
Post-route ant nets: 0
RSZ-0062 raised after global routing: false
Crit path buffers/inverters: 10
Setup TNS: 0 ns
Die width: 1030 um
Area Growth Syn to Fin: 15.0%
Crit-path max FO: 54
Post-synth EDFFs: 8192
# rows: 376
Yosys chip area: 316000 um2
Crit Path Class: input pin to output port
Reg area: 246000 um2
Share of post-route cells with drive strength above 1: 26.5%
Met3 Use GR: 17.6%
Post-synth seq share: 77.8%
Post-CTS Setup Inserts: 0
Drt drc: 0
CTS sink count: 8192
Critical Path RT: 51.44 ns
Vias per cell: 5.14
Yosys cell types: 63
Most instantiated logic cells after routing: edfxtp_1, mux4_2, buf_4, clkbuf_16, mux2i_1
Global-route wire length before repair: 1270000 um
Grt total ovfl: 0
Critical Path Source: addr[0]
Rel. slew slack: 1.90%
Critical path's largest stage delay: 1.07 ns
Hold Violations, Final: 0
Drt pass-1 iters: 6
Post-Syn Area: 316000 um2
Largest register FFs: 8192
Die ar.: 1060000 um2
CP Launch Type: input pin
Async set or reset register ratio after synthesis: 0%
Gr busiest metal: met2
Pre-Place Util: 30.1%
Tcrit/Tclk final: 53.2%
Syn Inst Count: 14.4k
Gate Area: 66400 um2
Worst vdd ir: 30.8 uV
Worst Tran Pin Value: 1.46 ns
Worst hold path type: input pin to register
H-tree depth reported by CTS: 6
Top_reg_cell synth: edfxtp_1
Cells in synth_stat.txt: 14.4k
Count of tool warnings: 42
Dpl hpwl: 557000 um
Met1 usage in global routing: 18.7%
Root buffer selected by CTS: clkbuf_16
Core area: 1050000 um2
WP data arrival: 21.36 ns
[worst paths after layout]
check     endpoint  slack (ns)  depth (start not counted)
min    ram[54][26]       12.08                          1
max      rdata[31]       30.08                         16
[Yosys cell counts (all sizes together) (111+ instances only)]
cell type	n	area share [%]
edfxtp	8192	78
mux2i	680	2.2
nor2	312	0.37
a21oi	224	0.35
nand2	300	0.36
nand3	136	0.22
a22oi	494	1.2
a221oi	114	0.32
clkbuf	553	0.66
buf	395	0.79
nor3	286	0.45
o21ai	111	0.18
and3	200	0.40
mux4	1884	13
[cell families (layout without fill, tap and decap cells)]
logic type                Yosys count  count (layout)  share of synthesized area [%]
buffers and inverters             954            2607                           1.45
AOI/OAI and AO/OA                1182            1182                           2.65
DFF                              8192            8192                           77.8
muxes                            2645            2645                           15.9
other                               0              80                              0
and+or+nand+nor                  1451            1451                           2.24
xor gates and xnor gates            1               1                        0.00277
[routing by layer]
layer  part of all wire (%)  vias to the layer above
met1                     30                    78800
met3                     21                     1711
met5                   0.41                        -
met4                    3.9                      104
li1                       -                    63500
met2                     44                    10700
[power by group]
part           total (uW)  switching (uW)  internal (uW)
Sequential           5880           0.932           5880
Clock                4410            1990           2420
Combinational         549             372            177
[area by class of cell]
cell class | instances | share of cell area [%]
sequential | 8192 | 67.6
clock buffer | 977 | 5.62
multi-input combinational | 5279 | 18.2
tap | 14000 | 4.81
antenna | 80 | 0.0550
timing repair buffer | 1185 | 2.59
inverter | 5 | 0.00585
clock inverter | 440 | 1.03
[metrics by stage]
stage	utilization (%)	worst slack (ns)	hold slack (ns)	area, um2	power [uW]
2_1_floorplan	-	35.68	12.96	316000	6260
3_3_place_gp	32.3	30.06	13.27	339000	6540
3_5_place_dp	32.3	30.04	13.28	339000	6540
4_1_cts	34.6	30.03	11.99	363000	10900
5_1_grt	34.6	29.65	12.05	364000	11100
6_report	34.6	30.08	12.08	364000	10800
No activity file was given, so power comes from the tool's default toggle rates.
